### flow/config.mk
export PLATFORM = sky130hd
export DESIGN_NAME = cpu_checker
export DESIGN_NICKNAME = cpu_checker
export VERILOG_FILES = /design/flow/design.v
export SDC_FILE = /design/flow/constraint.sdc
export NUM_CORES = 4
export LEC_CHECK = 1
export CORE_AREA = 10 10 100 100
export DIE_AREA = 0 0 110 110
### flow/constraint.sdc
current_design cpu_checker

set clk_period 4.0
set clk_io_pct 0.2

create_clock -name clk0 -period $clk_period [get_ports {clk}]

set non_clock_inputs [all_inputs -no_clocks]
set_input_delay [expr $clk_period * $clk_io_pct] -clock clk0 $non_clock_inputs
set_output_delay [expr $clk_period * $clk_io_pct] -clock clk0 [all_outputs]
### flow/design.v
`timescale 1ns / 1ps
module cpu_checker(
	input clk,
	input reset,
	input [7:0] char,
	output [1:0] format_type
	);
	reg [4:0] nxts, s;
	reg [3:0] cnt, ncnt;
	initial begin
		s <= 0;
		nxts <= 0;
		cnt <= 0;
		ncnt <= 0;
	end
	always @(posedge clk) begin
		if (reset) begin
			s <= 0;
			cnt <= 0;
		end
		else begin
			s <= nxts;
			cnt <= ncnt;
		end
	end
	always @(*) begin
		case(s)
			0:
				begin
					ncnt = 0;
					if(char=="^")nxts = 1;
					else nxts = 0;
				end
			1:
				begin
					if("0"<=char&&char<="9")begin
						nxts = 2;
						ncnt = cnt+1;
					end
					else nxts = 0;
				end
			2:
				begin
					if(char=="@")begin
						nxts = 3;
						ncnt = 0;
					end
					else if("0"<=char&&char<="9"&&cnt<=3)begin
						nxts = 2;
						ncnt = cnt+1;
					end
					else begin
						nxts = 0;
					end
				end
			3:
				begin
					if(("0"<=char&&char<="9")||("a"<=char&&char<="f"))begin
						nxts = 4;
						ncnt = 0;
					end
					else nxts = 0;
				end
			4:
				begin
					if(char==":"&&cnt==7)begin
						nxts = 5;
						ncnt = 0;
					end
					else if((("0"<=char&&char<="9")||("a"<=char&&char<="f"))&&cnt<7)begin
						nxts = 4;
						ncnt = cnt+1;
					end
					else begin
						nxts = 0;
					end
				end
			5:
				begin
					case(char)
					"$": nxts = 7;
					"*": nxts = 8;
					" ": nxts = 5;
					default: nxts = 0;
					endcase
				end
			7:
				begin
					if("0"<=char&&char<="9")begin
						nxts = 9;
						ncnt = cnt+1;
					end
					else nxts = 0;
				end
			8:
				begin
					if(("0"<=char&&char<="9")||("a"<=char&&char<="f"))begin
						nxts = 16;
						ncnt = 0;
					end
					else nxts = 0;
				end
			9:
				begin
					if(char==" ")begin
						nxts = 10;
						ncnt = 0;
					end
					else if(char=="<")begin
						nxts = 11;
						ncnt = 0;
					end
					else if("0"<=char&&char<="9"&&cnt<=3)begin
						nxts = 9;
						ncnt = cnt+1;
					end
					else begin
						nxts = 0;
					end
				end
			10:
				begin
					case(char)
						" ": nxts = s;
						"<": nxts = 11;
						default: nxts = 0;
					endcase
				end
			11:
				begin
					if(char=="=") nxts = 12;
					else nxts = 0;
				end
			12:
				begin
					if(char==" ")begin
						nxts = 12;
						ncnt = 0;
					end
					else if(("0"<=char&&char<="9")||("a"<=char&&char<="f"))begin
						nxts = 14;
						ncnt = 0;
					end
					else begin
						nxts = 0;
					end
				end
			14:
				begin
					if(char=="#"&&cnt==7)begin
						nxts = 15;
						ncnt = 0;
					end
					else if((("0"<=char&&char<="9")||("a"<=char&&char<="f"))&&cnt<7)begin
						nxts = 14;
						ncnt = cnt+1;
					end
					else begin
						nxts = 0;
					end
				end
			15: 
				begin
					ncnt = 0;
					if(char=="^")nxts = 1;
					else nxts = 0;
				end
			16:
				begin
					if(char=="<"&&cnt==7)begin
						nxts = 18;
						ncnt = 0;
					end
					else if(char==" "&&cnt==7)begin
						nxts = 17;
						ncnt = 0;
					end
					else if((("0"<=char&&char<="9")||("a"<=char&&char<="f"))&&cnt<7)begin
						nxts = 16;
						ncnt = cnt+1;
					end
					else begin
						nxts = 0;
					end
				end
			17:
				begin
					case(char)
						" ": nxts = s;
						"<": nxts = 18;
						default: nxts = 0;
					endcase
				end
			18:
				begin
					if(char=="=")nxts = 19;
					else nxts = 0;
				end
			19:
				begin
					if(char==" ")begin
						nxts = s;
						ncnt = 0;
					end
					else if(("0"<=char&&char<="9")||("a"<=char&&char<="f"))begin
						nxts = 21;
						ncnt = 0;
					end
					else begin
						nxts = 0;
					end
				end
			21:
				begin
					if(char=="#"&&cnt==7)begin
						nxts = 22;
						ncnt = 0;
					end
					else if((("0"<=char&&char<="9")||("a"<=char&&char<="f"))&&cnt<7)begin
						nxts = s;
						ncnt = cnt+1;
					end
					else begin
						nxts = 0;
					end
				end
			22:
				begin
					ncnt = 0;
					if(char=="^")nxts = 1;
					else nxts = 0;
				end
			default: nxts = 0;
		endcase
	end
	assign format_type = (s == 15)?2'b01 : ((s == 22)?2'b10 : 2'b00);
endmodule
### flow/run.sh
#!/bin/bash
# OpenROAD 26Q1-2900-gdf79404cd8, Yosys 0.63+post, stock flow scripts
make -C /OpenROAD-flow-scripts/flow DESIGN_CONFIG=/design/flow/config.mk WORK_HOME=/design/flow/orfs finish
==> reports/qor.csv <==
stage;metric;value;unit
worst_setup_path;Critical Path Slowest Stage Cell;dfxtp_1;
clock_tree;CTS tree;yes;
routing;Routed WL per cell;13.83;um
finish;synth-to-layout area growth;17.07;%
finish;# fillers;865;
floorplanning;core area;7807;um2
worst_setup_path;R2R depth;6;
worst_setup_path;R2R Path End;s[0];
finish;most numerous logic cells after layout;nor2_1 (17), nand2_1 (16), nor3_1 (15);
finish;layout cell share with drive strength beyond 1;6.931;%
worst_setup_path;Worst setup SP type;register;
job;Max-Cap Viols;0;
worst_setup_path;required time of the worst setup path;3.20;ns
placed_design;I/O Buffers;11;
global_route;largest net degree at the start of global routing;22;
routing;Detail Route Antenna Nets;0;
final_timing;Final min period;3.168;ns
final_timing;setup violators final;0;
synth;Cells after Synth;200;
final_timing;max_slew headroom;55.53;%
clock_tree;CTS root buf;clkbuf_8;
synth;asr flop ratio synth;0;%
routing;ant diodes;0;
routing;DR iter-0 viols;237;
global_route;overall fraction of global-route tracks in use;6.943;%
global_route;number of global-route vias before repair;1435;
floorplanning;I/O pins;12;
routing;final wirelength;4.204;mm
worst_setup_path;Worst EP arrival;2.37;ns
hold_path;Hold Crit Class;register to register;
synth;synthesized cell area;1385;um2
final_timing;Final Hold Viols;0;
floorplanning;die y size;110;um
finish;Top cell excl fill/tap;nor2_1;
clock_tree;Clock transition at path regs;0.04;ns
final_timing;worst-margin pin slew;0.6661;ns
clock_tree;CTS buffer count;3;
clock_tree;H-tree levels;1;
synth;number of enable flip-flop cells;0;
final_timing;clk_skew;0.004105;ns
floorplanning;Die Area;12100;um2
clock_tree;Post-CTS Setup Repair Bufs;0;
clock_tree;Hold-fix buffers, CTS;0;
global_route;initial antenna violation count;0;
job;tool warnings;25;
clock_tree;clock latency (worst-skew pair);0.23;ns
clock_tree;Max clock buf depth;2;
worst_setup_path;Reg2Reg Setup Slack;1.62;ns
worst_setup_path;CP Capture Point;format_type[0];
worst_setup_path;WS Path Type;register to output pin;
routing;total iterations of the first detailed-routing run;6;
placed_design;GP Congestion;0.9938;
synth;Synth warnings;1;
global_route;total grt overflow;0;
final_timing;number of register pins that no clock reaches;4;
synth;Top-area cell share;13.01;%
worst_setup_path;critical path peak fanout;20;
placed_design;Post-DP Area;1577;um2
worst_setup_path;FF-to-FF Start;s[3];
synth;distinct lib cells;55;
placed_design;hpwl dp;3.232;mm
global_route;global-route wire length before repair;7.038;mm
final_timing;endpoints left unconstrained;4;
routing;# DRC;0;
synth;cell taking the most area after synthesis;dfxtp_1;
final_timing;RSZ-0062 raised after global routing;false;
floorplanning;die span in x;110;um
synth;Yosys Chip Area;1385;um2
final_timing;maximum clock frequency;315.7;MHz
synth;top cells by area;dfxtp_1 (13%), nor2b_1 (5.4%), nor3_1 (5.4%);
clock_tree;post-CTS sizing;0;
worst_setup_path;critical-path cell list;nor2b_1 -> nand2_1 -> nor2_1 -> clkdlybuf4s50_1;
synth;average cell area after synthesis;6.925;um2
synth;yosys cell count;200;
pwr;Leak Pwr;0.0004856;uW
run_status;status;complete, no violations;
floorplanning;# rows;32;
routing;Via-to-Cell Ratio;5.020;
finish;Final Cell Area;1622;um2
final_timing;cycle use final;79.19;%
worst_setup_path;Critical Path Sink Type;output pin;
pwr;Power Density;138.7;nW/um2
worst_setup_path;origin of the worst setup path;s[3];
synth;Main synth FF type;dfxtp_1;
synth;Yosys reg bits;13;
final_timing;fin. max-slew vios;0;
final_timing;total negative slack;0;ns
worst_setup_path;max incr delay on CP;0.74;ns
pwr;Max IR drop VDD;68.28;uV
floorplanning;fp_density;17.74;%
routing;Via Count;1526;
[layer usage]
| layer | up-vias | wire length, um | track usage [%] |
|---|---|---|---|
| met4 | 0 | 103 | 1.673 |
| met3 | 13 | 327 | 0.9988 |
| met5 | - | 0 | 0 |
| met1 | 687 | 1852 | 9.869 |
| li1 | 757 | - | - |
| met2 | 69 | 1920 | 10.84 |
[critical path: cells and delay by family, from the launching register on]
| kind | cells | cell delay (ns) |
|---|---|---|
| simple gates | 3 | 0.90 |
| flops | 1 | 0.74 |
| buf+inv | 1 | 0.49 |
[logic make-up (layout without fill, tap and decap cells)]
kind of cell,after synthesis,after routing,synth area share (%)
flops,9,9,13.01
latches,4,4,4.336
simple gates,108,108,46.16
xor+xnor,4,4,2.530
compound gates,54,54,26.83
fa+ha+maj,1,1,0.9032
mux,1,1,0.7227
buf+inv,19,21,5.509
[synthesized netlist by cell type, types with 3 or more instances]
cell      instances
inv_1             4
nor4_1            4
a21oi_1          11
or2_2             3
nor2_1           17
nor2b_1          12
nor3b_1           4
clkbuf_1         12
o31ai_1           3
nand2_1          16
and3_1            5
nor4bb_1          3
or3_1             4
a31oi_1           6
dlxtn_1           4
nor3_1           15
nand2b_1          6
o21ai_0          11
nand3_1           5
dfxtp_1           9
nand3b_1          4
[how the worst min path moves through the flow]
stage         from    to  slack [ns]  cells past startpoint
global route  s[4]  s[4]        0.80                      3
CTS           s[4]  s[4]        0.74                      3
finish        s[4]  s[0]        0.74                      3
[power breakdown]
part / switching (uW) / internal, uW / leakage, uW
sequential: 0.0849 / 90.1 / 0.000103
combinational: 18.0 / 14.0 / 0.000360
clock: 33.5 / 69.2 / 0.0000228
[metrics by stage]
stage | utilization, % | std cells | power [uW] | hold slack, ns | setup slack (ns)
3_3_place_gp | 20.19 | 300 | 123.6 | 0.7246 | 0.8003
6_report | 20.77 | 304 | 224.9 | 0.7398 | 0.8324
5_1_grt | 20.77 | 304 | 236.4 | 0.7994 | 0.7071
2_1_floorplan | - | 200 | 109.4 | 0.6536 | 1.658
3_5_place_dp | 20.19 | 300 | 123.7 | 0.7336 | 0.8269
4_1_cts | 20.77 | 304 | 227.9 | 0.7371 | 0.8660
[sequential cells by signal, summed over array words and instances (netlist names)]
signal,flops
s,5
ncnt,4
cnt,4
[layout make-up]
type	count	area, um2	area share, %
inverter	4	15.01	0.9259
sequential	13	240.2	14.81
multi-input combinational	168	1069	65.89
timing repair buffer	13	125.1	7.716
clock buffer	4	45.04	2.778
tap	102	127.6	7.870
Power and IR drop assume default switching activity.
