===== design/flow/design.v =====
module vote(
	input [31:0] np,
	input [7:0] vip,
	input vvip,
	output [7:0] res
	);
	reg [127:0] cnt;
	integer i;
	always @(*) begin
		cnt = 0;
		for(i=0; i<32; i=i+1) begin
			cnt = cnt + np[i];
		end
		for(i=0; i<8; i=i+1) begin
			cnt = cnt + (vip[i]*4);
		end
		cnt = cnt + vvip*16;
	end
	assign res = cnt;
endmodule

===== design/flow/run.sh =====
#!/bin/bash
# OpenROAD 26Q1-2900-gdf79404cd8, Yosys 0.63+post, stock flow scripts
make -C /OpenROAD-flow-scripts/flow DESIGN_CONFIG=/design/flow/config.mk WORK_HOME=/design/flow/orfs finish

===== design/flow/config.mk =====
export PLATFORM = sky130hd
export DESIGN_NAME = vote
export DESIGN_NICKNAME = vote
export VERILOG_FILES = /design/flow/design.v
export SDC_FILE = /design/flow/constraint.sdc
export NUM_CORES = 4
export LEC_CHECK = 1
export CORE_AREA = 10 10 96 96
export DIE_AREA = 0 0 106 106

===== design/flow/constraint.sdc =====
current_design vote

set clk_period 11.4
set clk_io_pct 0.2

create_clock -name clk0 -period $clk_period

set non_clock_inputs [all_inputs -no_clocks]
set_input_delay [expr $clk_period * $clk_io_pct] -clock clk0 $non_clock_inputs
set_output_delay [expr $clk_period * $clk_io_pct] -clock clk0 [all_outputs]

==> impl_metrics.xml <==
<?xml version="1.0" encoding="UTF-8"?>
<metrics>
  <group name="synth">
    <metric name="yosys_area" unit="mm2">0.00117</metric>
    <metric name="ys_warn_count" unit="">1</metric>
    <metric name="mappedNetlistArea" unit="mm2">0.00117</metric>
    <metric name="top_area_cell" unit="">sky130_fd_sc_hd__fa_1</metric>
    <metric name="fa_ha_area_share" unit="%">67.7</metric>
    <metric name="synth_xor_xnor_area_share" unit="%">2.24</metric>
    <metric name="ys_top_logic_family" unit="">adder cells</metric>
    <metric name="synth.top_cells.by_area" unit="">sky130_fd_sc_hd__fa_1 50%, sky130_fd_sc_hd__ha_1 18%, sky130_fd_sc_hd__inv_1 18%</metric>
    <metric name="compound_area_share" unit="%">7.59</metric>
    <metric name="mux_area_share" unit="%">0</metric>
    <metric name="synth_cell_types" unit="">19</metric>
    <metric name="post_synth.cell_area_avg" unit="um2">9.37</metric>
    <metric name="synth-cells-yosys" unit="">125</metric>
    <metric name="synth-seq-area-share" unit="%">0</metric>
    <metric name="post_synth_inst_count" unit="">125</metric>
    <metric name="yosys.area_share.simple" unit="%">4.49</metric>
    <metric name="synthDominantCellAreaShare" unit="%">49.6</metric>
  </group>
  <group name="power_and_ir_drop">
    <metric name="power.total" unit="mW">0.645</metric>
    <metric name="vdd.ir_drop.worst" unit="V">0.000182</metric>
    <metric name="leakage_power" unit="nW">0.905</metric>
    <metric name="power-per-cell-area" unit="mW/mm2">362</metric>
  </group>
  <group name="place">
    <metric name="post-dp-hpwl" unit="um">2440</metric>
    <metric name="place_worst_setup_slack" unit="ns">1.58</metric>
    <metric name="io_buffer_count" unit="">49</metric>
    <metric name="place.gp.congestion" unit="">0.817</metric>
  </group>
  <group name="critical_path">
    <metric name="cpMostUsedCell" unit="">sky130_fd_sc_hd__fa_1</metric>
    <metric name="cp-start-kind" unit="">input port</metric>
    <metric name="crit_path_cell_trace" unit="">clkdlybuf4s50_1, inv_1, fa_1, fa_1, fa_1, fa_1, fa_1, fa_1, inv_1, ha_1, inv_1, fa_1, nor2b_4, o31a_1, nor4b_2, a211o_2, clkdlybuf4s50_1</metric>
    <metric name="worstSetupEndpointType" unit="">output pin</metric>
    <metric name="cp_data_required_time" unit="ns">9.12</metric>
    <metric name="crit_fanout" unit="">3</metric>
    <metric name="worstPathBufferInverterCount" unit="">5</metric>
    <metric name="setup.worst_path.class" unit="">in2out</metric>
    <metric name="arrival" unit="ns">7.50</metric>
    <metric name="timing.critical_path.from" unit="">np[0]</metric>
    <metric name="critPathSlowestCell" unit="">sky130_fd_sc_hd__fa_1</metric>
    <metric name="crit_family" unit="">adder cells</metric>
    <metric name="critical-path-max-stage-delay" unit="ns">0.57</metric>
  </group>
  <group name="grt">
    <metric name="grt_first_pass_wirelength" unit="um">4090</metric>
    <metric name="grtUsageTotal" unit="%">4.38</metric>
    <metric name="first_global_vias" unit="">916</metric>
    <metric name="grt_antenna_before_repair" unit="">0</metric>
    <metric name="overflow" unit="">0</metric>
    <metric name="grt_start_max_net_pins" unit="">6</metric>
  </group>
  <group name="sta">
    <metric name="finalClockPeriodUsage" unit="%">85.8</metric>
    <metric name="worst_slack" unit="ns">1.62</metric>
    <metric name="worst_pin_slew" unit="ns">0.191</metric>
    <metric name="fmax" unit="MHz">102</metric>
    <metric name="finalHoldWorstSlack" unit="ns">5.62</metric>
    <metric name="final_period_minus_worst_setup_slack" unit="ns">9.78</metric>
    <metric name="final.setup.tns" unit="ns">0</metric>
    <metric name="finalSetupViolations" unit="">0</metric>
    <metric name="setup_repair_after_global_routing_missed_its_margin" unit="">false</metric>
    <metric name="hold_viol" unit="">0</metric>
    <metric name="final-max-slew-violation-count" unit="">0</metric>
    <metric name="timing.max_slew.rel_slack" unit="%">87.2</metric>
  </group>
  <group name="floorplanning">
    <metric name="die_area" unit="mm2">0.0112</metric>
    <metric name="core_area" unit="mm2">0.00721</metric>
    <metric name="effective_utilization_at_floorplan" unit="%">16.2</metric>
    <metric name="die-width" unit="um">106</metric>
    <metric name="ioPinCount" unit="">49</metric>
    <metric name="die-height" unit="um">106</metric>
    <metric name="num_rows" unit="">31</metric>
  </group>
  <group name="cts">
    <metric name="cts_repair_resize_count" unit="">0</metric>
    <metric name="post_cts_buffers" unit="">0</metric>
    <metric name="postCtsHoldBufs" unit="">0</metric>
  </group>
  <group name="layout">
    <metric name="n_clock_buffer" unit="">0</metric>
    <metric name="register_area" unit="um2">0</metric>
    <metric name="mostFrequentLayoutCell" unit="">sky130_fd_sc_hd__inv_1</metric>
    <metric name="drive_gt1_share" unit="%">1.72</metric>
    <metric name="area_growth_syn_to_layout" unit="%">52.5</metric>
    <metric name="layout.cells.most_common_list" unit="">56 x sky130_fd_sc_hd__inv_1, 49 x sky130_fd_sc_hd__clkdlybuf4s50_1, 29 x sky130_fd_sc_hd__fa_1</metric>
    <metric name="flops" unit="">0</metric>
  </group>
  <group name="routing">
    <metric name="drt_first_pass_iters" unit="">3</metric>
    <metric name="detail_route.wl_per_cell" unit="um">8.90</metric>
    <metric name="vias" unit="">880</metric>
    <metric name="detailed_route_vias_per_instance" unit="">3.22</metric>
    <metric name="route.antenna.remaining_nets" unit="">0</metric>
    <metric name="post-route-drc-count" unit="">0</metric>
    <metric name="drt_first_iter_violations" unit="">14</metric>
    <metric name="detail_route.antenna_diodes" unit="">0</metric>
    <metric name="drt_wl_total" unit="um">2430</metric>
  </group>
  <group name="hold_path">
    <metric name="worstHoldPathType" unit="">in2out</metric>
    <metric name="timing.hold.worst.start" unit="">np[2]</metric>
  </group>
  <group name="job">
    <metric name="drv_cap" unit="">0</metric>
    <metric name="log.warning_count" unit="">32</metric>
  </group>
  <group name="run_status">
    <metric name="status" unit="">finished, final reports clean</metric>
  </group>
</metrics>
-- tightest hold or removal path: stages --
cell	delay [ns]
sky130_fd_sc_hd__clkdlybuf4s50_1	0.46
sky130_fd_sc_hd__ha_1	0.13
sky130_fd_sc_hd__clkdlybuf4s50_1	0.46
-- synthesized netlist by cell type --
| cell | n |
|---|---|
| sky130_fd_sc_hd__inv_1 | 56 |
| sky130_fd_sc_hd__fa_1 | 29 |
| sky130_fd_sc_hd__ha_1 | 17 |
| sky130_fd_sc_hd__a21oi_1 | 3 |
| sky130_fd_sc_hd__a21o_1 | 2 |
| sky130_fd_sc_hd__nor2_1 | 2 |
| sky130_fd_sc_hd__o21a_1 | 2 |
| sky130_fd_sc_hd__o21ai_0 | 2 |
| sky130_fd_sc_hd__xnor2_1 | 2 |
| sky130_fd_sc_hd__a211o_2 | 1 |
| sky130_fd_sc_hd__a21boi_0 | 1 |
| sky130_fd_sc_hd__a22oi_1 | 1 |
| sky130_fd_sc_hd__nand2_1 | 1 |
| sky130_fd_sc_hd__nand4_1 | 1 |
| sky130_fd_sc_hd__nor2b_1 | 1 |
| sky130_fd_sc_hd__nor2b_4 | 1 |
| sky130_fd_sc_hd__nor4b_2 | 1 |
| sky130_fd_sc_hd__o31a_1 | 1 |
| sky130_fd_sc_hd__xor2_1 | 1 |
-- area by class of cell --
type / count / area (um2)
well taps: 99 / 124
repair buffers: 49 / 490
fillers: 790 / 5430
multi-input cells: 69 / 961
inverters: 56 / 210
-- stage by stage --
step                instance area (um2)  util [%]  std cells
global route                       1790      24.7        273
floorplan                          1170         -        125
finish                             1790      24.7        273
global placement                   1790      24.7        273
detailed placement                 1790      24.7        273
CTS                                1790      24.7        273
-- final timing paths --
kind                  cells past startpoint  slack, ns      to
worst min-delay path                      3       5.62  res[0]
worst max-delay path                     17       1.62  res[6]
-- per-layer routing --
metal / GRT usage, % / up-vias / share of wire (%)
met3: 0.489 / 0 / 3.7
met1: 6.79 / 396 / 51
met2: 6.85 / 29 / 45
met5: 0 / - / 0
met4: 0 / 0 / 0
li1: - / 455 / -
-- logic make-up (layout without fill, tap and decap cells) --
kind of cell | Yosys count | count (layout)
xor+xnor | 3 | 3
simple gates | 7 | 7
compound gates | 13 | 13
fa+ha+maj | 46 | 46
buf+inv | 56 | 105
-- power breakdown --
group / switching, mW / internal [mW]
clock network: 0 / 0
registers: 0 / 0
logic: 0.260 / 0.385
No activity file was given, so power comes from the tool's default toggle rates.
